--- design/flow/config.mk ---
export PLATFORM = sky130hd
export DESIGN_NAME = mux4_1_VARb
export DESIGN_NICKNAME = mux4_1_VARb
export VERILOG_FILES = /design/flow/design.v
export SDC_FILE = /design/flow/constraint.sdc
export NUM_CORES = 4
export LEC_CHECK = 1
export CORE_AREA = 10 10 131 131
export DIE_AREA = 0 0 141 141
--- design/flow/constraint.sdc ---
current_design mux4_1_VARb

set clk_period 1.5
set clk_io_pct 0.2

create_clock -name clk0 -period $clk_period

set non_clock_inputs [all_inputs -no_clocks]
set_input_delay [expr $clk_period * $clk_io_pct] -clock clk0 $non_clock_inputs
set_output_delay [expr $clk_period * $clk_io_pct] -clock clk0 [all_outputs]
--- design/flow/design.v ---
`timescale 1ns/10ps
module mux2_1(out, in, sel);
		output logic      out;
		input  logic [1:0] in;
		input  logic      sel;
		logic nsel, a0, a1;
		parameter delay = 0.05;
		not #delay (nsel, sel);
		and #delay (a0, in[0], nsel);
		and #delay (a1, in[1], sel);
		or #delay (out, a0, a1);
endmodule
module mux2_1_testbench();
		logic [1:0] in; 
		logic      sel;
		logic      out;
		mux2_1 dut (.out, .in, .sel);
		initial begin
				sel=0; in[0]=0; in[1]=0; #10;
				sel=0; in[0]=0; in[1]=1; #10;
				sel=0; in[0]=1; in[1]=0; #10;
				sel=0; in[0]=1; in[1]=1; #10;
				sel=1; in[0]=0; in[1]=0; #10;
				sel=1; in[0]=0; in[1]=1; #10;
				sel=1; in[0]=1; in[1]=0; #10;
				sel=1; in[0]=1; in[1]=1; #10;
		end
endmodule
`timescale 1ns/10ps
module mux4_1(out, in, sel);
		output logic      out;
		input logic [3:0]  in; 
		input logic [1:0] sel;
		logic [1:0]         v;
		mux2_1 m0(.out(v[0]),  .in(in[1:0]), .sel(sel[0]));
		mux2_1 m1(.out(v[1]),  .in(in[3:2]), .sel(sel[0]));
		mux2_1 m(.out(out),  .in(v[1:0]),  .sel(sel[1]));
endmodule
module mux4_1_testbench();
		logic [3:0]  in;
		logic [1:0] sel;
		logic       out;
		mux4_1 dut (.out, .in, .sel);
		integer i;
		initial begin
				for(i=0; i<64; i++) begin
						{sel, in} = i; #10;
				end
		end
endmodule
`timescale 1ns/10ps
module mux4_1_VARb #(parameter WIDTH=64) (out, in, sel);
		output logic      [WIDTH-1:0] out;
		input  logic [3:0][WIDTH-1:0] in;
		input  logic            [1:0] sel;
		logic [WIDTH-1:0][3:0] muxRearrange;
		genvar i, j;
		generate
			for(i=0; i< WIDTH; i++) begin : eachMux
				for(j=0; j<4; j++) begin : eachPin
					assign muxRearrange[i][j] = in[j][i];
				end
				mux4_1 m (.out(out[i]), .in(muxRearrange[i]), .sel);
			end
		endgenerate
endmodule
module mux4_1_VARb_testbench();
		parameter       WIDTH = 3;
		logic     [WIDTH-1:0] out;
		logic  [3:0][WIDTH-1:0]in;
		logic           [1:0] sel;
		mux4_1_VARb #(.WIDTH(WIDTH)) dut (.out, .in, .sel);
		initial begin
				sel=2'b00; in[0]=2'b000; in[1]=2'b001; in[2]=2'b000; in[3]=2'b001; #10;
				sel=2'b10; in[0]=2'b000; in[1]=2'b001; in[2]=2'b000; in[3]=2'b001; #10;
				sel=2'b01; in[0]=2'b000; in[1]=2'b001; in[2]=2'b000; in[3]=2'b001; #10;
		end
endmodule
--- design/flow/run.sh ---
#!/bin/bash
# OpenROAD 26Q1-2900-gdf79404cd8, Yosys 0.63+post, stock flow scripts
make -C /OpenROAD-flow-scripts/flow DESIGN_CONFIG=/design/flow/config.mk WORK_HOME=/design/flow/orfs finish
==> run_results.csv <==
group,metric,value,unit
power,p_comb_share,100.0,%
worst_setup_path,cp_slowest_cell,"mux4_2",
placement,dpl.hpwl,11500,um
placement,place_ws,-0.519,ns
logic_synthesis,synth_cell_types,7,
die,dieHeight,141,um
worst_setup_path,path_cells,"buf_16, buf_12, mux4_2, buf_2",
route,drc,0,
worst_setup_path,arrival,1.22,ns
power,clockPowerShare,0,%
power,power.switching,0.297,mW
route,firstDrtPassIters,4,
logic_synthesis,yosys_warnings,0,
logic_synthesis,largest_area_cell,"mux4_2",
die,core_area,14400,um2
route,drt-total-wl,13000,um
power,leakage,2.17,nW
worst_setup_path,cpPeakStageDelay,0.52,ns
die,die_area,19900,um2
power,power.internal,0.811,mW
final_layout,clkbuf_count,0,
power,p_per_area,241,nW/um2
die,io_pins,322,
final_timing,max_slew.worst_pin.slew,0.203,ns
final_timing,rsz0062_at_grt,"true",
worst_setup_path,critical_path_required,1.20,ns
route,dr.first_iter.drc_count,66,
worst_hold_path,hold_depth,3,
global_routing,antenna_found_initial,4,
route,wl_per_cell,22.3,um
final_layout,area_delta_synth_final,119,%
run_status,violations,"negative setup slack",
route,num_vias,2418,
route,viasPerCell,4.13,
run_status,outcome,"finished with violations",
final_timing,whs,1.08,ns
die,chipWidth,141,um
logic_synthesis,syn_area,2100,um2
logic_synthesis,yosysTopAreaCellShare,64.2,%
logic_synthesis,yosysChipArea,2100,um2
worst_setup_path,critPathKind,"in2out",
final_layout,regArea,0,um2
global_routing,grt_max_degree,34,
logic_synthesis,postSynthAreaPerCell,14.8,um2
die,rows,44,
final_timing,slew_viol_final,0,
worst_hold_path,hold_end,"out[44]",
logic_synthesis,ys_seq_share,0,%
logic_synthesis,top_cells_by_area,"mux4_2 (64%), buf_4 (23%), buf_12 (5.7%)",
power,pwr-share-seq,0,%
worst_setup_path,critPathTopFamily,"multiplexers",
final_timing,max-slew-margin-rel,86.4,%
final_layout,drive_gt1_share,36.0,%
power,ir_worst_vdd,0.145,mV
die,fp-utilization,14.6,%
global_routing,grt_usage,12.2,%
cts,cts_hold_buf,0,
final_timing,layout_setup_ws,-0.0242,ns
global_routing,grt_pass1_vias,2800,
cts,cts_post_setup_buffers_inserted,0,
placement,gp_congestion,0.853,
global_routing,grt_pass1_wl,18500,um
global_routing,grt_overflow_total,0,
placement,place.port_buffers,322,
final_timing,finalHoldViolCount,0,
logic_synthesis,yosys_cells,142,
final_timing,setup_viol,17,
power,switching_share,26.8,%
route,drtAntennaViolNets,0,
final_timing,timing.final.crit_share,102,%
final_layout,flop-count,0,
worst_setup_path,worst-path-buf-inv,3,
run,cap_viol_max_count,0,
worst_hold_path,worstHoldStart,"in[236]",
worst_hold_path,hp-class,"in2out",
worst_setup_path,worstSetupEndpointType,"output pin",
logic_synthesis,syn_inst,142,
final_timing,min_period,1.52,ns
final_timing,max_freq,656,MHz
worst_setup_path,crit_fanout,6,
worst_setup_path,startpoint_type,"input pin",
run,log.warning_count,34,
cell usage after synthesis:
cell type,count
buf_12,6
buf_2,6
buf_4,64
buf_6,1
clkbuf_2,1
mux4_1,4
mux4_2,60
stage by stage:
stage,power (mW),TNS (ns),instances,instance area (um2),utilization [%]
2_1_floorplan,0.612,0,142,2110,-
6_report,1.11,-0.154,585,4600,31.9
3_3_place_gp,1.45,-29.29,579,5020,34.8
4_1_cts,1.13,-0.790,584,4590,31.8
5_1_grt,1.20,-1.82,585,4600,31.9
3_5_place_dp,1.46,-30.01,579,5020,34.8
kinds of logic after synthesis:
logic type | after synthesis | share of synthesized area (%)
muxes | 64 | 69.2
buffers and inverters | 78 | 30.8
power groups by stage:
stage	Combinational, mW	Sequential (mW)	Clock, mW
after CTS	1.13	0	0
after global routing	1.20	0	0.0000000893
final	1.11	0	0.0000000898
timing repair:
item / in CTS / in global routing
cloned: 5 / 0
endpoints found under the setup margin: 64 / 62
resized: 490 / 1
cells in the final DEF (no fill, tap or decap):
cell	n
buf_12	7
buf_8	2
buf_16	6
diode_2	1
mux4_2	64
buf_6	3
buf_2	62
dlygate4sd2_1	256
worst max path at each step:
stage	start	end	slack (ns)	cells after the start
after CTS	sel[0]	out[31]	-0.05	4
final	sel[0]	out[31]	-0.02	4
after global routing	sel[0]	out[33]	-0.07	4
final cells by class:
cell class | instances | area (um2)
tap | 184 | 230
antenna | 1 | 2.50
multi-input combinational | 64 | 1440
fill | 1570 | 9830
timing repair buffer | 336 | 2920
routing by layer:
metal	wire length, um	global-route usage (%)
met4	70	0.652
met5	26	0
met1	4980	15.2
met3	1770	6.55
met2	6170	19.4
Power is estimated from default activity; no workload was simulated.
