$ cat ./config.mk
export PLATFORM = sky130hd
export DESIGN_NAME = alu
export DESIGN_NICKNAME = alu
export VERILOG_FILES = /design/flow/design.v
export SDC_FILE = /design/flow/constraint.sdc
export NUM_CORES = 4
export LEC_CHECK = 1
export CORE_UTILIZATION = 30
$ cat ./constraint.sdc
current_design alu

set clk_period 59.5
set clk_io_pct 0.2

create_clock -name clk0 -period $clk_period

set non_clock_inputs [all_inputs -no_clocks]
set_input_delay [expr $clk_period * $clk_io_pct] -clock clk0 $non_clock_inputs
set_output_delay [expr $clk_period * $clk_io_pct] -clock clk0 [all_outputs]
$ cat ./design.v
`timescale 1ns/10ps
module alu #(parameter WIDTH = 64) (result, negative, zero, overflow, carry_out, A, B, cntrl);
		output logic [WIDTH-1:0] result;
		output logic negative, zero, overflow, carry_out;
		input logic [WIDTH-1:0] A, B;
		input logic [2:0] cntrl;
		logic [WIDTH-1:0] cout;
		logic [WIDTH-1:0] cin;
		logic [WIDTH/4 - 1:0] norOut;
		logic [WIDTH/8 - 1:0] norAnd;
		logic a1Out, a2Out;
		assign cin[0] = cntrl[0];
		parameter delay = 0.05;
		oneBitALU ALU0 (.out(result[0]), .cout(cout[0]), .a(A[0]), .b(B[0]), .cin(cin[0]), .sel(cntrl));
		genvar i;
		generate
			for(i=1; i< WIDTH; i++) begin : eachBit
				assign cin[i] = cout[i-1];
				oneBitALU ALU (.out(result[i]), .cout(cout[i]), .a(A[i]), .b(B[i]), .cin(cout[i-1]), .sel(cntrl));
			end
		endgenerate
		generate		
			for(i=0; i<WIDTH/8; i++) begin : eachNor
				nor #delay n1 (norOut[(2*i)], result[8*i], result[(8*i)+1], result[(8*i)+2], result[(8*i)+3]);
				nor #delay n2 (norOut[(2*i)+1], result[(8*i)+4], result[(8*i)+5], result[(8*i)+6], result[(8*i)+7]);
				and #delay a (norAnd[i], norOut[(2*i)], norOut[(2*i)+1]);
			end
		endgenerate
		and #delay a1 (a1Out, norAnd[0], norAnd[1], norAnd[2], norAnd[3]);
		and #delay a2 (a2Out, norAnd[4], norAnd[5], norAnd[6], norAnd[7]);
		and #delay (zero, a1Out, a2Out);
		assign negative = result[WIDTH-1];
		assign carry_out = cout[WIDTH-1];
		xor #delay (overflow, cout[WIDTH-1], cin[WIDTH-1]);
endmodule
`timescale 1ns/10ps
module fullAdder(sum, cout, a, b, cin);
		output logic sum, cout;
		input logic a, b, cin;
		parameter delay = 0.05;
		xor #delay (sum, a, b, cin);
		logic ab, acin, bcin;
		and #delay (ab, a, b);
		and #delay (acin, a, cin);
		and #delay (bcin, b, cin);
		or #delay (cout, ab, acin, bcin);
endmodule
module fullAdder_testbench();
		logic sum, cout, a, b, cin;
		fullAdder dut (.sum, .cout, .a, .b, .cin);
		initial begin
				a = 0; b = 0; cin = 0; #10;
				a = 0; b = 1; cin = 0; #10;
				a = 1; b = 0; cin = 0; #10;
				a = 1; b = 1; cin = 0; #10;
				a = 0; b = 0; cin = 1; #10;
				a = 0; b = 1; cin = 1; #10;
				a = 1; b = 0; cin = 1; #10;
				a = 1; b = 1; cin = 1; #10;
		end
endmodule
`timescale 1ns/10ps
module mux2_1(out, in, sel);
		output logic      out;
		input  logic [1:0] in;
		input  logic      sel;
		logic nsel, a0, a1;
		parameter delay = 0.05;
		not #delay (nsel, sel);
		and #delay (a0, in[0], nsel);
		and #delay (a1, in[1], sel);
		or #delay (out, a0, a1);
endmodule
module mux2_1_testbench();
		logic [1:0] in; 
		logic      sel;
		logic      out;
		mux2_1 dut (.out, .in, .sel);
		initial begin
				sel=0; in[0]=0; in[1]=0; #10;
				sel=0; in[0]=0; in[1]=1; #10;
				sel=0; in[0]=1; in[1]=0; #10;
				sel=0; in[0]=1; in[1]=1; #10;
				sel=1; in[0]=0; in[1]=0; #10;
				sel=1; in[0]=0; in[1]=1; #10;
				sel=1; in[0]=1; in[1]=0; #10;
				sel=1; in[0]=1; in[1]=1; #10;
		end
endmodule
`timescale 1ns/10ps
module mux4_1(out, in, sel);
		output logic      out;
		input logic [3:0]  in; 
		input logic [1:0] sel;
		logic [1:0]         v;
		mux2_1 m0(.out(v[0]),  .in(in[1:0]), .sel(sel[0]));
		mux2_1 m1(.out(v[1]),  .in(in[3:2]), .sel(sel[0]));
		mux2_1 m(.out(out),  .in(v[1:0]),  .sel(sel[1]));
endmodule
module mux4_1_testbench();
		logic [3:0]  in;
		logic [1:0] sel;
		logic       out;
		mux4_1 dut (.out, .in, .sel);
		integer i;
		initial begin
				for(i=0; i<64; i++) begin
						{sel, in} = i; #10;
				end
		end
endmodule
`timescale 1ns/10ps
module mux8_1(out, in, sel);
		output logic      out;
		input logic [7:0]  in; 
		input logic [2:0] sel;
		logic [1:0]         v;
		mux4_1 m0(.out(v[0]),  .in(in[3:0]), .sel(sel[1:0]));
		mux4_1 m1(.out(v[1]),  .in(in[7:4]), .sel(sel[1:0]));
		mux2_1 m(.out(out),  .in(v[1:0]),  .sel(sel[2]));
endmodule
module mux8_1_testbench();
		logic [7:0]  in;
		logic [2:0] sel;
		logic       out;
		mux8_1 dut (.out, .in, .sel);
		integer i;
		initial begin
				for(i=0; i<2048; i++) begin
						{sel, in} = i; #10;
				end
		end
endmodule
`timescale 1ns/10ps
module oneBitALU (out, cout, a, b, cin, sel);
		output logic out, cout;
		input logic a, b, cin;
		input logic [2:0] sel;
		logic [7:0] op;
		parameter delay = 0.05;
		assign op[3] = op[2];
		not #delay (nb, b);
		mux2_1 m2 (.out(bMux), .in({nb,b}), .sel(sel[0]));
		fullAdder fA (.sum(op[2]), .cout, .a, .b(bMux), .cin);
		assign op[0] = b;
		and #delay (op[4], a, b);
		or #delay (op[5], a, b);
		xor #delay (op[6], a, b);
		mux8_1 m8 (.out, .in(op), .sel);
endmodule
module oneBitALU_testbench ();
		parameter WIDTH = 3;
		logic out, cout, a, b, cin;
		logic [2:0] sel;
		oneBitALU dut (.out, .cout, .a, .b, .cin, .sel);
		integer i, j;
		initial begin
				a = 0; b = 0; cin = 1; sel = 3'b010; #10;
				a = 1; b = 0; cin = 1; sel = 3'b010; #10;
				a = 0; b = 1; cin = 1; sel = 3'b010; #10;
				a = 1; b = 1; cin = 0; sel = 3'b010; #10;
				a = 0; b = 0; cin = 1; sel = 3'b011; #10;
				a = 0; b = 0; cin = 1; sel = 3'b011; #10;
				a = 1; b = 0; cin = 1; sel = 3'b011; #10;
				a = 0; b = 1;          sel = 3'b100; #10;
				a = 0; b = 1; cin = 0; sel = 3'b100; #10;
				a = 1; b = 1;          sel = 3'b101; #10;
				a = 0; b = 1;          sel = 3'b101; #10;
				a = 0; b = 1;          sel = 3'b110; #10;
				a = 1; b = 1;          sel = 3'b110; #10;
		end
endmodule
$ cat ./run.sh
#!/bin/bash
# OpenROAD 26Q1-2900-gdf79404cd8, Yosys 0.63+post, stock flow scripts
make -C /OpenROAD-flow-scripts/flow DESIGN_CONFIG=/design/flow/config.mk WORK_HOME=/design/flow/orfs finish
==> results.ini <==
[run_status]
outcome = complete, no violations

[critical_path]
critPathMaxStageDelay_ps = 600
crit_path_frequent_cell = fa_1
crit_arrival_ps = 40470
cp_slowest_cell = or4_1
critical_path_class = input port to primary output
worst-path-max-fanout = 27
setup.worst_path.start_class = input port
cp.required_ps = 47600
end_kind = primary output

[logic_synthesis]
ys_cells = 864
synth_top_area_share_pct = 31.1
postSynthSeqShare_pct = 0
syn_area_per_cell_um2 = 8.93
yosysTopAreaCell = ha_1
ys_top_cells_by_count = ha_1, inv_1, mux2i_1
synth_warnings = 130
yosysChipArea_mm2 = 0.00772
area_leaders = ha_1, fa_1, mux2i_1, inv_1, buf_4
ys_types = 31
syn_area_mm2 = 0.00772
syn_inst = 864

[sta]
period_needed_ps = 52370
finalMaxSlewViolations = 0
min_period_over_period_pct = 88.0
maxSlewHeadroom_pct = 54.2
setup_tns_ps = 0
tightest_slew_ps = 687
fmax_mhz = 19.1
final_hold_viol_count = 0
rsz0062_at_grt = false
setup_viol = 0

[power_and_ir_drop]
ir_worst_vdd_mv = 0.00389
p_sw_share_pct = 47.9
cellPowerDensity_mw_per_mm2 = 8.88
internal_power_mw = 0.0436
comb_power_share_pct = 100.0
finalPower_mw = 0.0838
clockPowerShare_pct = 0
power.leakage_nw = 4.88
seqPwrFrac_pct = 0
power.switching_mw = 0.0401

[clock_network]
post_cts_resized = 0
post_cts.repair.setup_buffers = 0
ctsHoldBuffers = 0

[routing]
wirelength_um = 22800
wl_per_cell_um = 17.6
route.detailed.drc = 0
drtAntennaViolNets = 0
drtIter0Drc = 284
viasPerCell = 4.71
drtPass1Iterations = 6
via_count = 6099

[grt]
antenna_found_initial = 5
grt-ovfl-total = 0
grt_pass1_wl_um = 34800
globalRouteTotalUtil_pct = 17.6
grt_max_degree = 54
grt_pass1_vias = 6028

[finish]
flops = 0
drive_gt1_share_pct = 2.60
seq_area_um2 = 0
synthToLayoutAreaGrowth_pct = 22.3
final_area_mm2 = 0.00944
nClkBuffers = 0

[placement]
portBuffers = 199
postPlaceCellArea_mm2 = 0.00943
hpwl_um = 18800
gp_routability_congestion = 0.856

[floorplanning]
io_pins = 199
dieArea_mm2 = 0.0264
row_count = 58
initial_core_util_pct = 30.6
coreArea_mm2 = 0.0252
die_w_um = 162
die_h_um = 162

[worst_hold_path]
hp-class = input port to primary output
hold_end = result[46]
holdPathStages = 4
min_from = cntrl[1]

[job]
tool_warnings = 96
cap_violations = 0

==> through the flow <==
stage / setup WS (ps) / cells / util, % / hold WS [ps]
after floorplan: 8880 / 864 / - / 23960
after global placement: 7380 / 1293 / 37.4 / 24840
after detailed placement: 7140 / 1293 / 37.4 / 24840
after CTS: 7030 / 1293 / 37.4 / 24840
after global routing: 6270 / 1295 / 37.5 / 24900
final: 7130 / 1295 / 37.5 / 24810
==> layout make-up <==
class / count / area [um^2]
fill: 2476 / 15700
antenna: 2 / 5.00
inverter: 192 / 721
timing repair buffer: 206 / 2040
tap: 330 / 413
multi-input combinational: 565 / 6260
==> layer usage <==
metal | part of all wire [%] | vias up | global-route usage, %
met5 | 0.17 | - | 0
met1 | 49 | 2859 | 26.6
met3 | 5.5 | 12 | 2.70
met4 | 0.58 | 6 | 2.02
met2 | 45 | 162 | 27.5
li1 | - | 3060 | -
==> cells by family (layout without fill, tap and decap cells) <==
logic type      after synthesis  after routing  share of synthesized area [%]
xor+xnor                      3              3                          0.341
buf+inv                     299            398                           18.9
mux                         126            126                           16.3
compound gates              123            123                           12.8
simple gates                 58             58                           4.20
other cells                   0              2                              0
fa+ha+maj                   255            255                           47.5
==> power by group through the flow <==
| stage | Clock [mW] | Sequential [mW] | Combinational, mW |
|---|---|---|---|
| after global routing | 0.00000000454 | 0 | 0.0947 |
| final | 0.00000000456 | 0 | 0.0838 |
| after CTS | 0 | 0 | 0.0850 |
==> layout by cell type (no fill, tap or decap), drive strengths merged, types with 2 or more instances in the layout <==
master | synthesis | routed
clkdlybuf4s50 | 0 | 196
buf | 99 | 10
nor4 | 9 | 9
o22ai | 3 | 3
a21boi | 32 | 32
diode | 0 | 2
o221a | 12 | 12
nand4 | 4 | 4
nand2 | 20 | 20
fa | 63 | 63
mux2i | 126 | 126
o221ai | 49 | 49
a21oi | 12 | 12
or4 | 5 | 5
a22oi | 8 | 8
inv | 192 | 192
and2 | 16 | 16
nor2 | 2 | 2
ha | 192 | 192
xnor2 | 2 | 2
o21ai | 4 | 4
==> critical path, delay by kind of cell <==
kind | cells | cell delay, ps
simple gates | 4 | 1270
compound gates | 1 | 210
fa+ha+maj | 64 | 25450
mux | 1 | 140
buf+inv | 4 | 1460
==> worst max-delay path by stage <==
stage	cells past startpoint	end	startpoint
finish	74	zero	cntrl[0]
global route	74	zero	cntrl[0]
CTS	74	zero	cntrl[0]
Power and IR drop assume default switching activity.
