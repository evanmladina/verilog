==> flow/run.sh <==
#!/bin/bash
# OpenROAD 26Q1-2900-gdf79404cd8, Yosys 0.63+post, stock flow scripts
make -C /OpenROAD-flow-scripts/flow DESIGN_CONFIG=/design/flow/config.mk WORK_HOME=/design/flow/orfs finish
==> flow/config.mk <==
export PLATFORM = sky130hd
export DESIGN_NAME = mux8_1_VARb
export DESIGN_NICKNAME = mux8_1_VARb
export VERILOG_FILES = /design/flow/design.v
export SDC_FILE = /design/flow/constraint.sdc
export NUM_CORES = 4
export LEC_CHECK = 1
export CORE_AREA = 10 10 228 228
export DIE_AREA = 0 0 238 238
==> flow/constraint.sdc <==
current_design mux8_1_VARb

set clk_period 2.5
set clk_io_pct 0.2

create_clock -name clk0 -period $clk_period

set non_clock_inputs [all_inputs -no_clocks]
set_input_delay [expr $clk_period * $clk_io_pct] -clock clk0 $non_clock_inputs
set_output_delay [expr $clk_period * $clk_io_pct] -clock clk0 [all_outputs]
==> flow/design.v <==
`timescale 1ns/10ps
module mux2_1(out, in, sel);
		output logic      out;
		input  logic [1:0] in;
		input  logic      sel;
		logic nsel, a0, a1;
		parameter delay = 0.05;
		not #delay (nsel, sel);
		and #delay (a0, in[0], nsel);
		and #delay (a1, in[1], sel);
		or #delay (out, a0, a1);
endmodule
module mux2_1_testbench();
		logic [1:0] in; 
		logic      sel;
		logic      out;
		mux2_1 dut (.out, .in, .sel);
		initial begin
				sel=0; in[0]=0; in[1]=0; #10;
				sel=0; in[0]=0; in[1]=1; #10;
				sel=0; in[0]=1; in[1]=0; #10;
				sel=0; in[0]=1; in[1]=1; #10;
				sel=1; in[0]=0; in[1]=0; #10;
				sel=1; in[0]=0; in[1]=1; #10;
				sel=1; in[0]=1; in[1]=0; #10;
				sel=1; in[0]=1; in[1]=1; #10;
		end
endmodule
`timescale 1ns/10ps
module mux4_1(out, in, sel);
		output logic      out;
		input logic [3:0]  in; 
		input logic [1:0] sel;
		logic [1:0]         v;
		mux2_1 m0(.out(v[0]),  .in(in[1:0]), .sel(sel[0]));
		mux2_1 m1(.out(v[1]),  .in(in[3:2]), .sel(sel[0]));
		mux2_1 m(.out(out),  .in(v[1:0]),  .sel(sel[1]));
endmodule
module mux4_1_testbench();
		logic [3:0]  in;
		logic [1:0] sel;
		logic       out;
		mux4_1 dut (.out, .in, .sel);
		integer i;
		initial begin
				for(i=0; i<64; i++) begin
						{sel, in} = i; #10;
				end
		end
endmodule
`timescale 1ns/10ps
module mux8_1(out, in, sel);
		output logic      out;
		input logic [7:0]  in; 
		input logic [2:0] sel;
		logic [1:0]         v;
		mux4_1 m0(.out(v[0]),  .in(in[3:0]), .sel(sel[1:0]));
		mux4_1 m1(.out(v[1]),  .in(in[7:4]), .sel(sel[1:0]));
		mux2_1 m(.out(out),  .in(v[1:0]),  .sel(sel[2]));
endmodule
module mux8_1_testbench();
		logic [7:0]  in;
		logic [2:0] sel;
		logic       out;
		mux8_1 dut (.out, .in, .sel);
		integer i;
		initial begin
				for(i=0; i<2048; i++) begin
						{sel, in} = i; #10;
				end
		end
endmodule
`timescale 1ns/10ps
module mux8_1_VARb #(parameter WIDTH=64) (out, in, sel);
		output logic      [WIDTH-1:0] out;
		input  logic [7:0][WIDTH-1:0] in;
		input  logic            [2:0] sel;
		logic [WIDTH-1:0][7:0] muxRearrange;
		genvar i, j;
		generate
			for(i=0; i< WIDTH; i++) begin : eachMux
				for(j=0; j<8; j++) begin : eachPin
					assign muxRearrange[i][j] = in[j][i];
				end
				mux8_1 m (.out(out[i]), .in(muxRearrange[i]), .sel);
			end
		endgenerate
endmodule
==> summary.txt <==
The run has ended; figures from its reports follow.

The worst setup path is captured at a primary output. The worst setup path is launched from a primary input. The synthesis area per yosys is 4310 sq um.

The number of detailed-routing iterations run before antenna repair is 4. The global-route wire length before repair is 45600 um. The number of antenna violations at the first check in global routing is 2. The die is 238 um wide. Once layout is complete, the utilization of the core stands at 0.247. Per the hold report, the tightest min-delay path originates at sel[1]. The overall die height is 238 um. The final reports fail on negative setup slack. By instance count after routing, the leading logic cell types are 501 x sky130_fd_sc_hd__clkdlybuf4s50_1, 128 x sky130_fd_sc_hd__mux4_2, 52 x sky130_fd_sc_hd__buf_4. The count of nets left with antenna violations once routing finished came out at 0. The run finished, with violations left. For this run, the number of Yosys warnings is 0. The cell count after synthesis came out at 291.

The hold violation count in the final report is 0. The pre-CTS setup check shows a worst slack of -350 ps. The sequential fraction of the synthesis area is 0. The most critical min-delay path falls under primary input to primary output. The count of instantiated cells in the yosys netlist is 291. Looking at the critical path, the highest net fanout was 7. Input and output buffers added on the ports amount to 579. The placement-stage cell area is 10700 sq um.

The distinct cell type count after synthesis came out at 7. The source of the critical timing path is sel[0]. The fraction of final layout cells with drive strength greater than 1 came out at 0.389.

The critical path is of the primary input to primary output type. In this run the cell area of the synthesized design comes to 4310 sq um. The vias after detailed routing came out at 5464. The number of design rule violations left after detail routing is 0. The max-slew check reports its worst relative slack as 0.801. The post-route worst hold slack is 1570 ps. The I/O pin count is 579. After floorplanning, the die was sized to cover 56600 sq um. For this block, the routed nets add up to 33700 um of wire.

The number of sequential storage elements is 0. The detailed placer's ending HPWL is 30400 um. The mean post-synth cell area is 14.8 sq um. The most common cell after layout, fill and taps aside is sky130_fd_sc_hd__clkdlybuf4s50_1. The highest attainable clock frequency is 393 MHz.

The final worst slack is -42.8 ps. The average wire per cell in the routed design came out at 22.6 um. The worst IR drop on VDD is 85.0 uV. The number of DRC violations after detailed-routing iteration 0 is 119. The global-route usage over all layers came out at 0.112. For this run the aggregate overflow at the end of global routing stands at 0. Setup repair after global routing could not meet its margin everywhere. The setup-violating endpoint count in the final report is 13. The OpenROAD report gives the critical path a required time of 2000 ps. The final total negative setup slack is -221 ps. Dividing the detail-routed via count by the number of cells gives 3.66. The shortest clock period the worst path allows after layout is 2540 ps. The area taken by sequential standard cells is reported as 0 sq um. The slew at the pin with the worst max-slew slack is 299 ps. The number of global-route vias before repair is 6429.

The count of clock buffers in the final design is 0. The weighted congestion at the end of routability-driven global placement is 0.931. The layout overhead on the synthesized area is 168%. The final design area excluding fillers came out at 11600 sq um.

The arrival time reported for the critical path endpoint came out at 2040 ps. The floorplan-stage core utilization is 0.0922. The max-cap violation count is 0.

The site row count is 79. The power density of the placed cells came out at 175 nW/um^2. The area of the core is 46800 sq um. The static power due to leakage is 4.37 nW. The number of warning messages in the logs is 34. The count of final max-slew check failures came out at 0.

The number of buffers inserted for hold repair after clock tree synthesis came out at 0. The post-route clock period utilization came out at 1.02. The count of antenna diodes in the layout is 0. Entering global routing, the biggest net connects 33 pins.
[report_power, final]
part	total (W)	internal, W	switching, W
Combinational	0.00203	0.00151	0.000518
Clock	0	0	0
Sequential	0	0	0
Total	0.00203	0.00151	0.000518
[cell type report]
| class | instances | area, sq um |
|---|---|---|
| Fill cell | 4903 | 35200 |
| Multi-Input combinational cell | 192 | 3770 |
| Tap cell | 607 | 759 |
| Timing Repair Buffer | 692 | 7030 |
[synth_stat cells]
| master | number | area, sq um |
|---|---|---|
| sky130_fd_sc_hd__mux2_2 | 64 | 721 |
| sky130_fd_sc_hd__buf_2 | 3 | 15.0 |
| sky130_fd_sc_hd__buf_4 | 67 | 503 |
| sky130_fd_sc_hd__buf_1 | 10 | 37.5 |
| sky130_fd_sc_hd__clkbuf_1 | 8 | 30.0 |
| sky130_fd_sc_hd__buf_6 | 11 | 124 |
| sky130_fd_sc_hd__mux4_2 | 128 | 2880 |
[critical path, cell delays in order]
cell	delay (ps)
sky130_fd_sc_hd__clkbuf_16	140
sky130_fd_sc_hd__buf_4	170
sky130_fd_sc_hd__buf_12	140
sky130_fd_sc_hd__mux4_2	520
sky130_fd_sc_hd__mux2_4	280
sky130_fd_sc_hd__dlygate4sd2_1	270
[metrics by stage]
step	instances	total power [W]
after floorplan	291	0.000760
after global placement	1432	0.00191
after detailed placement	1432	0.00192
after CTS	1482	0.00201
after global routing	1491	0.00215
final	1491	0.00203
[routing by layer]
layer	global-route usage	routed length [um]
met5	0	13
met1	0.126	12200
met2	0.201	16900
met4	0.0138	465
met3	0.0465	4150
[cell families after synthesis]
kind of cell	count (synthesis)	synth area share
buffers and inverters	99	0.164
multiplexers	192	0.836
[final timing paths]
check,to,cells past startpoint
max,out[44],6
min,out[12],4
[what timing repair did]
| item | in CTS | in global routing |
|---|---|---|
| cloned | 2 | 1 |
| setup endpoints to repair | 64 | 49 |
| buffers inserted | 48 | 21 |
| gates resized | 222 | 66 |
No activity file was given, so power comes from the tool's default toggle rates.
